==> design/flow/design.v <==
`timescale 1ns / 1ps
`default_nettype none
module arith18_add(
    input wire [17:0] op1,
	input wire [17:0] op2,
    output wire [17:0] sum
    );
    assign sum = op1 + op2;
endmodule
`timescale 1ns / 1ps
module imdct_overlap_memory(
	input wire clk,
	input  wire        read_enable,
	input  wire  [9:0] read_addr,
	output wire [17:0] read_data,
	input  wire        write_enable,
	input  wire  [9:0] write_addr,
	input  wire [17:0] write_data
    );
	memory_twoport #(
		.RAM_WIDTH(18),
		.RAM_ADDR_BITS(10)
	) ram (
		.clk(clk),
		.read_en(read_enable),
		.read_addr(read_addr),
		.read_data(read_data),
		.write_en(write_enable),
		.write_addr(write_addr),
		.write_data(write_data)
	);
endmodule
`timescale 1ns / 1ps
module multiplexer_2_Nbit#
(
    parameter N = 18
)
(input wire muxin, input wire[N-1:0] a, input wire[N-1:0] b, output reg[N-1:0] out);
    always @(*)begin
        case (muxin)
            0: out = a;
            1: out = b;
        endcase
    end
endmodule
`timescale 1ns / 1ps
module overlap(
    input wire clk,
    input wire rst,
    input wire [9:0] base_address,
    input wire [1:0] block_type,
    input wire [17:0] windowed_value_0,
    input wire [5:0] index_0,
    input wire [17:0] windowed_value_1,
    input wire [5:0] index_1,
    input wire windowing_done,
    output wire [9:0] write_addr,
    output wire [17:0] data_out,
    output reg write_enable,
    output reg done
    );
wire [17:0] old_frame_data;
wire [17:0] mem_in;
wire [17:0] add_in;
reg mem_read_enable;
reg mem_ctrl;
reg add_ctrl;
reg mem_write_enable;
reg mem_ctrl_out;
wire mem_shift_ctrl;
wire [9:0] mem_addr_0;
wire [9:0] mem_addr_1;
wire [9:0] mem_addr_tmp;
wire [9:0] mem_addr_shifted;
wire [9:0] mem_addr_shifted_out;
wire [9:0] mem_addr;
wire [9:0] mem_addr_tmp_out;
assign mem_addr_0 = base_address + index_0;
assign mem_addr_1 = base_address + index_1;
assign mem_addr_shifted = mem_addr_tmp - 18;
assign mem_addr_shifted_out = mem_addr_tmp_out - 18;
assign mem_shift_ctrl = index_0 >= 18;
multiplexer_2_Nbit #(.N(18)) mux_mem_data(.muxin(mem_ctrl), .a(windowed_value_0), .b(windowed_value_1), .out(mem_in));
multiplexer_2_Nbit #(.N(10)) mux_mem_addr(.muxin(mem_ctrl), .a(mem_addr_0), .b(mem_addr_1), .out(mem_addr_tmp));
multiplexer_2_Nbit #(.N(10)) mux_mem_addr_shift(.muxin(mem_shift_ctrl), .a(mem_addr_tmp), .b(mem_addr_shifted), .out(mem_addr));
imdct_overlap_memory mem(.clk(clk), .read_enable(mem_read_enable), .read_addr(mem_addr), .read_data(old_frame_data), .write_enable(mem_write_enable), .write_addr(mem_addr), .write_data(mem_in)); 
multiplexer_2_Nbit #(.N(18)) mux_add(.muxin(add_ctrl), .a(windowed_value_0), .b(windowed_value_1), .out(add_in));
arith18_add add(.op1(old_frame_data), .op2(add_in), .sum(data_out));
multiplexer_2_Nbit #(.N(10)) mux_mem_addr_out(.muxin(mem_ctrl_out), .a(mem_addr_0), .b(mem_addr_1), .out(mem_addr_tmp_out));
multiplexer_2_Nbit #(.N(10)) mux_mem_addr_shift_out(.muxin(mem_shift_ctrl), .a(mem_addr_tmp_out), .b(mem_addr_shifted_out), .out(write_addr));
localparam
    idle = 0,
    read_mem = 1,
    calc_write_read = 2,
    calc_write = 3,
    write_overlap = 4,
    write_overlap2 = 5;
reg [2:0] state,
          nextstate;
always @(posedge clk) begin
    if(rst) begin
        state <= idle;
    end else begin
        state <= nextstate;
if(state == calc_write || state == write_overlap2) begin
            done <= 1;
        end else begin
            done <= 0;
        end
    end
end
always @(*) begin
nextstate = idle;
case(state)
    idle: if(windowing_done) begin
        if(index_0 < 18) begin
            nextstate = read_mem;        
        end else begin
            nextstate = write_overlap;
        end
    end
    read_mem: nextstate = calc_write_read;
    calc_write_read: nextstate = calc_write;
    calc_write: nextstate = idle;
    write_overlap: nextstate = write_overlap2;
    write_overlap2: nextstate = idle;
endcase
end
always @(*) begin
mem_read_enable = 0;
mem_ctrl = 0;
add_ctrl = 0;
mem_write_enable = 0;
mem_ctrl_out = 0;
write_enable = 0;
case(state)
    read_mem: begin
        mem_ctrl = 0;
        mem_read_enable = 1;
    end
    calc_write_read: begin
        mem_ctrl = 1;
        mem_read_enable = 1;
        add_ctrl = 0;
        write_enable = 1;
        mem_ctrl_out = 0;
    end
    calc_write: begin
        mem_ctrl_out = 1;
        write_enable = 1;
        add_ctrl = 1;
    end
    write_overlap: begin
        mem_write_enable = 1;
        mem_ctrl = 0;
    end
    write_overlap2: begin
        mem_write_enable = 1;
        mem_ctrl = 1;
    end
endcase
end
endmodule
`timescale 1ns / 1ps
`default_nettype none
module memory_twoport #(
   parameter RAM_WIDTH = 18,
   parameter RAM_ADDR_BITS = 10
)(
    input wire                     clk,
	 input wire                     read_en,
    input wire [RAM_ADDR_BITS-1:0] read_addr,
    output reg [RAM_WIDTH-1:0]     read_data,
	 input wire                     write_en,
    input wire [RAM_ADDR_BITS-1:0] write_addr,
    input wire [RAM_WIDTH-1:0]     write_data
);
   (* RAM_STYLE="BLOCK" *)
   reg [RAM_WIDTH-1:0] memory [(2**RAM_ADDR_BITS)-1:0];
   initial begin :RAM
	  integer i;
	  for(i=0; i < (2**RAM_ADDR_BITS); i = i + 1)
	  begin
	  	  memory[i] = 0;
	  end
	end
   always @(posedge clk) begin
      if (write_en) begin
          memory[write_addr] <= write_data;
		end
      if (read_en) begin
         read_data <= memory[read_addr];
		end
   end
endmodule
==> design/flow/run.sh <==
#!/bin/bash
# OpenROAD 26Q1-2900-gdf79404cd8, Yosys 0.63+post, stock flow scripts
make -C /OpenROAD-flow-scripts/flow DESIGN_CONFIG=/design/flow/config.mk WORK_HOME=/design/flow/orfs finish
==> design/flow/config.mk <==
export PLATFORM = sky130hd
export DESIGN_NAME = overlap
export DESIGN_NICKNAME = overlap
export VERILOG_FILES = /design/flow/design.v
export SDC_FILE = /design/flow/constraint.sdc
export NUM_CORES = 4
export LEC_CHECK = 1
export CORE_UTILIZATION = 50
export SYNTH_MEMORY_MAX_BITS = 65536
==> design/flow/constraint.sdc <==
current_design overlap

set clk_period 396.3
set clk_io_pct 0.2

create_clock -name clk0 -period $clk_period [get_ports {clk}]

set non_clock_inputs [all_inputs -no_clocks]
set_input_delay [expr $clk_period * $clk_io_pct] -clock clk0 $non_clock_inputs
set_output_delay [expr $clk_period * $clk_io_pct] -clock clk0 [all_outputs]
==> flow_metrics.env <==
# source this file to load flow results
export IMPL_relSlewSlack=0.05909
export IMPL_cp_max_fo=3
export IMPL_drt_antenna_violating_nets=0
export IMPL_grt_pass1_wl_um=2974000
export IMPL_rsz0062_at_grt="false"
export IMPL_cts_resized=0
export IMPL_fp_dieW_um=1191
export IMPL_finalMaxSlewViolations=0
export IMPL_cts_tree="built"
export IMPL_antenna_found_initial=188
export IMPL_synthCells=32170
export IMPL_p_per_area_nw_per_um2=5.728
export IMPL_clkLatencyLatePin_ns=1.39
export IMPL_cts_buffer_depth=6
export IMPL_wl_per_cell_um=38.74
export IMPL_yosysSeqAreaShare=0.7835
export IMPL_ff_type="edfxtp_1"
export IMPL_synth_area_per_cell_um2=21.98
export IMPL_htree_levels=7
export IMPL_path_buffers=3
export IMPL_async_flop_share=0
export IMPL_postCtsSetupRepairBufs=0
export IMPL_numCtsBuffers=1904
export IMPL_portBuffers=90
export IMPL_edf_count=18450
export IMPL_warnings=59
export IMPL_cp_required_ns=317.04
export IMPL_cts_num_sinks=18460
export IMPL_ctsHoldBuffers=0
export IMPL_cp_end_kind="primary output"
export IMPL_die_h_um=1191
export IMPL_drt_first_pass_iters=8
export IMPL_yosys_top_cells_count="edfxtp_1 (18450), mux4_2 (4575), nand2_1 (1957)"
export IMPL_leakagePower_nw=251.2
export IMPL_top_area_frac=0.7834
export IMPL_crit_path_start_kind="primary input"
export IMPL_finalClockPeriodUsage=0.4109
export IMPL_vias=350300
export IMPL_slowest_delay_ns=0.48
export IMPL_hold_violations=0
export IMPL_rows=436
export IMPL_dp_cells=51730
export IMPL_hpwl_um=1345000
export IMPL_fin_cells=55500
export IMPL_max_freq_mhz=6.142
export IMPL_vdd_ir_drop_max_mv=0.004858
export IMPL_synth_stat_cells=32170
export IMPL_yosys_area_um2=707300
export IMPL_period_needed_ns=162.82
export IMPL_hold_path_class="flip-flop to flip-flop"
export IMPL_dr_first_iter_drc_count=24520
export IMPL_gp_congestion=0.9257
export IMPL_status="finished, final reports clean"
export IMPL_drive_above_1_share=0.2896
export IMPL_fp_util=0.5017
export IMPL_synth_seq_cells=18460
export IMPL_grt_max_degree=125
export IMPL_placed_area_um2=744600
export IMPL_slowest_stage="clkdlybuf4s50_1"
export IMPL_tns_ns=0
export IMPL_final_area_um2=804600
export IMPL_grt_util_all_layers=0.3468
export IMPL_yosys_warnings=4
export IMPL_syn_to_final_growth_pct=13.76
export IMPL_die_area_um2=1419000
export IMPL_path_cells="clkdlybuf4s50_1 -> mux2_2 -> ha_1 -> inv_1 -> fa_1 -> nor2b_1 -> o21ai_0 -> a21boi_0 -> o21ai_0 -> a21boi_0 -> o21ai_0 -> a21boi_0 -> o21ai_0 -> a21oi_1 -> a41o_1 -> nor4_1 -> a311o_1 -> clkdlybuf4s50_1"
export IMPL_synth_area_um2=707300
export IMPL_ctsRootBufferMaster="clkbuf_16"
export IMPL_setup_violations=0
export IMPL_top_cells_by_area="edfxtp_1 (78%), mux4_2 (15%), nand2_1 (1.0%)"
export IMPL_grt_overflow_total=0
export IMPL_clkTransAtPathRegs_ns=0.06
export IMPL_grt_pass1_vias=384300
export IMPL_fin_skew_ns=0.1270
export IMPL_num_io_pins=93
export IMPL_path_class="primary input to primary output"
export IMPL_critical_path_top_delay_family="AND-OR/OR-AND gates"
export IMPL_routed_wl_um=2150000
export IMPL_cpMostUsedCell="o21ai_0"
export IMPL_post_drt_via_cell_ratio=6.312
export IMPL_synth_area_leader_cell="edfxtp_1"
export IMPL_synth_cell_type_count=96
export IMPL_top_cell="edfxtp_1"
export IMPL_cp_data_arrival_time_ns=83.56
export IMPL_drc=0
export IMPL_coreArea_um2=1410000
export IMPL_maxCapViolations=0
export IMPL_worst_pin_slew_ns=1.398
-- flip-flops by register name, summed over array words and instances, names as in the netlist --
name and cells:
done 1, mem.ram.memory 18432, mem.ram.read_data 18, state 6
-- layout make-up --
cell class / count / area [µm²]
inverter: 18 / 67.56
multi-input combinational: 11710 / 145500
clock buffer: 2339 / 49830
timing repair buffer: 2713 / 21320
tap: 18830 / 23570
clock inverter: 1061 / 9173
fill: 99830 / 605100
antenna: 373 / 933.4
sequential: 18460 / 554200
-- kinds of logic after synthesis --
group | count (synthesis) | share of synthesized area
AOI/OAI and AO/OA | 3167 | 0.03066
xor gates and xnor gates | 39 | 0.0005042
adders and majority gates | 34 | 0.0006333
buffers and inverters | 2010 | 0.01477
DFF | 18460 | 0.7835
muxes | 4790 | 0.1488
and+or+nand+nor | 3676 | 0.02113
-- worst paths after layout --
check,from,endpoint,slack (ns),depth (start not counted)
hold / removal,state[3],state[2],0.47,1
setup / recovery,windowed_value_0[0],data_out[16],233.48,18
setup reg to reg,state[2],mem.ram.read_data[12],384.04,21
hold reg to reg,state[3],state[2],0.47,1
-- power by group --
part	internal (W)	total [W]	switching [W]
Clock	0.000988	0.00171	0.000725
Combinational	0.000210	0.000727	0.000517
Sequential	0.00217	0.00217	0.000000283
Total	0.00337	0.00461	0.00124
-- metal layers --
metal / vias up / track usage / routed length [µm] / share of wire
met1: 177200 / 0.3876 / 581000 / 0.27
li1: 141500 / - / - / -
met5: - / 0.07398 / 12980 / 0.0060
met3: 4236 / 0.3361 / 490400 / 0.23
met4: 305 / 0.1384 / 113500 / 0.053
met2: 27030 / 0.4529 / 952200 / 0.44
-- worst reg2reg max path, delay by kind of cell, from the launching register on --
family                 cells  cell delay [ns]
buffers and inverters     12             6.24
AND-OR/OR-AND              4             1.76
AND/OR/NAND/NOR            4             2.64
multiplexers               1             0.51
flip-flops                 1             0.43
-- through the flow --
stage	utilization	power, W	hold slack (ns)	setup WS, ns
after global routing	0.5705	0.004729	0.4869	233.04
final	0.5708	0.004608	0.4663	233.48
after CTS	0.5701	0.004615	0.4663	233.52
after floorplan	-	0.002626	0.4292	235.13
after global placement	0.5282	0.002919	0.4504	233.11
after detailed placement	0.5282	0.002921	0.4552	233.54
-- layout by cell type, fill, tap and decap left out, types with 194 or more instances in the layout --
master / synthesis / layout
nor2_1: 1179 / 674
o21ai_0: 285 / 282
mux2i_1: 197 / 196
nand3_1: 234 / 232
clkbuf_16: 0 / 1930
a22o_1: 263 / 263
a31oi_1: 198 / 194
edfxtp_1: 18450 / 18450
nor2_2: 2 / 493
buf_4: 300 / 2565
a22oi_1: 660 / 660
clkbuf_1: 364 / 409
diode_2: 0 / 373
a21oi_1: 931 / 928
clkinv_2: 0 / 345
clkinv_1: 0 / 456
mux4_2: 4575 / 4575
nand2_1: 1957 / 1897
No activity file was given, so power comes from the tool's default toggle rates.
