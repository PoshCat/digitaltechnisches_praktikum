File: /design/flow/run.sh
#!/bin/bash
# OpenROAD 26Q1-2900-gdf79404cd8, Yosys 0.63+post, stock flow scripts
make -C /OpenROAD-flow-scripts/flow DESIGN_CONFIG=/design/flow/config.mk WORK_HOME=/design/flow/orfs finish
File: /design/flow/config.mk
export PLATFORM = sky130hd
export DESIGN_NAME = scalefac_short_buffer
export DESIGN_NICKNAME = scalefac_short_buffer
export VERILOG_FILES = /design/flow/design.v
export SDC_FILE = /design/flow/constraint.sdc
export NUM_CORES = 4
export LEC_CHECK = 1
export CORE_UTILIZATION = 30
File: /design/flow/constraint.sdc
current_design scalefac_short_buffer

set clk_period 5.4
set clk_io_pct 0.2

create_clock -name clk0 -period $clk_period [get_ports {clk}]

set non_clock_inputs [all_inputs -no_clocks]
set_input_delay [expr $clk_period * $clk_io_pct] -clock clk0 $non_clock_inputs
set_output_delay [expr $clk_period * $clk_io_pct] -clock clk0 [all_outputs]
File: /design/flow/design.v
`timescale 1ns / 1ps
`default_nettype none
module double_buffer #(
   parameter RAM_WIDTH = 36,
   parameter RAM_ADDR_BITS = 11
)(
    input wire  clk,
	 input wire  rst,
	 input wire  buffer_switch_event, 
    input  wire [RAM_ADDR_BITS-1:0] read_addr,
	 output wire [RAM_WIDTH-1:0]     read_data,	 
	 input wire                      write_enable,
	 input wire  [RAM_ADDR_BITS-1:0] write_addr, 
	 input wire  [RAM_WIDTH-1:0]     write_data
    );
	reg memory_switch_flag;
	always @(posedge clk) begin
		if(rst) begin
			memory_switch_flag <= 0;
		end 
		else begin
			if(buffer_switch_event) begin
				memory_switch_flag <= !memory_switch_flag;
			end
		end
	end
	wire [RAM_ADDR_BITS:0] memory_read_addr  =  memory_switch_flag? {1'b0, read_addr}  : {1'b1, read_addr};
	wire [RAM_ADDR_BITS:0] memory_write_addr =  memory_switch_flag? {1'b1, write_addr} : {1'b0, write_addr};
	memory_twoport #(
		.RAM_WIDTH(RAM_WIDTH),
		.RAM_ADDR_BITS(RAM_ADDR_BITS+1)
	) memory (
    .clk(clk),
	 .read_en(1'b1),
    .read_addr(memory_read_addr),
    .read_data(read_data),
	 .write_en(write_enable),
    .write_addr(memory_write_addr),
    .write_data(write_data)
	); 
endmodule
`timescale 1ns / 1ps
`default_nettype none
module memory_twoport #(
   parameter RAM_WIDTH = 18,
   parameter RAM_ADDR_BITS = 10
)(
    input wire                     clk,
	 input wire                     read_en,
    input wire [RAM_ADDR_BITS-1:0] read_addr,
    output reg [RAM_WIDTH-1:0]     read_data,
	 input wire                     write_en,
    input wire [RAM_ADDR_BITS-1:0] write_addr,
    input wire [RAM_WIDTH-1:0]     write_data
);
   (* RAM_STYLE="BLOCK" *)
   reg [RAM_WIDTH-1:0] memory [(2**RAM_ADDR_BITS)-1:0];
   initial begin :RAM
	  integer i;
	  for(i=0; i < (2**RAM_ADDR_BITS); i = i + 1)
	  begin
	  	  memory[i] = 0;
	  end
	end
   always @(posedge clk) begin
      if (write_en) begin
          memory[write_addr] <= write_data;
		end
      if (read_en) begin
         read_data <= memory[read_addr];
		end
   end
endmodule
`timescale 1ns / 1ps
`default_nettype none
module scalefac_short_buffer(
    input wire        clk,
	 input wire        rst,
	 input wire        buffer_switch_event, 
    input  wire [1:0] scalfac_read_addr_window,
    input  wire [3:0] scalfac_read_addr_index,	 
	 output wire [3:0] scalfac_read_data,
	 input wire        scalfac_write_enable,
	 input wire  [1:0] scalfac_write_addr_window, 
	 input wire  [3:0] scalfac_write_addr_index, 	 
	 input wire  [3:0] scalfac_write_data
    );
	wire [5:0] write_addr = {scalfac_write_addr_window, scalfac_write_addr_index};
	wire [5:0] read_addr = {scalfac_read_addr_window, scalfac_read_addr_index};
	double_buffer #(
		.RAM_WIDTH(4),
		.RAM_ADDR_BITS(6)
	) double_buffer (
    .clk(clk),
	 .rst(rst),
	 .buffer_switch_event(buffer_switch_event), 
    .read_addr(read_addr),
	 .read_data(scalfac_read_data),	 
	 .write_enable(scalfac_write_enable),
	 .write_addr(write_addr), 
	 .write_data(scalfac_write_data)	
	);
endmodule
==> Slide: Implementation Results <==
Implementation Results

Power
  • Static leakage: approximately 6.8 nW
  • Worst vdd ir: between 0.2 and 0.25 mV
  • PD cells: between 300 and 400 mW/mm^2

CTS
  • Count of buffers added by post-CTS timing repair for setup: 0
  • Level count of the clock H-tree: 2
  • Buffer cell driving the clock tree root: sky130_fd_sc_hd__clkbuf_16
  • Resize count post-CTS: 0
  • Clock sink count: a little over 500
  • Quantity of hold-fixing buffers added after cts: 0
  • Number of buffers created by CTS: between 50 and 60
  • Clock transition time at the flip-flop clock pins of the worst setup and hold paths: 0.06 ns
  • TritonCTS clock tree: yes
  • Buffers from clock root to sink, at most: 3
  • Source-to-sink clock delay at the later pin of the worst-skew pair: between 0.5 and 0.6 ns

Critical path
  • Cell Chain, Critical Path: clkbuf_8 -> buf_4 -> mux4_2 -> mux4_2 -> mux4_2 -> mux2_2
  • Cell type group with the largest total delay on the critical path: multiplexers
  • Nature of the critical path startpoint: primary input
  • Critical path's slowest cell: sky130_fd_sc_hd__mux4_2
  • Crit path DAT: about 4 ns
  • Buffers & Inverters on Critical Path: 2
  • Required time of the critical path: roughly 6 ns
  • Critical-path maximum fanout: ~40
  • CP dominant cell by count: sky130_fd_sc_hd__mux4_2
  • Endpoint type of the worst setup path: flop
  • Critical Path Max Stage Delay: roughly 0.59 ns
  • Critical path class: primary input to flop

Timing
  • Summed negative setup slack over all endpoints: 0 ns
  • Remaining max-slew budget at the tightest pin: 0.4939
  • Final number of setup-violating endpoints: 0
  • Share of the cycle needed by the critical path after routing: 0.6532
  • Worst clock skew on the final layout: 0.01391 ns
  • RSZ-0062 raised after global routing: no
  • Slew at the pin with the worst max-slew slack: between 0.7 and 0.8 ns
  • Final count of pins violating max slew: 0
  • Hold violation total from the final report: 0
  • Maximum frequency from static timing analysis: around 280 MHz
  • Final critical delay including setup and external delays: between 3 and 4 ns

Place
  • Post-Place Cells: 1,770
  • Routability cong.: between 0.8 and 0.9
  • Sum of net half-perimeters after detailed placement: 25.92 mm
  • Port-buffer cells: 23

Detailed routing
  • Length of routed met2 wiring: between 20 and 25 mm
  • Via count of the routed design: about 9,000
  • Routed met1 length: ~15 mm
  • Met3 WL: roughly 5.6 mm
  • Post-DRT Antenna Nets: 0
  • Uppermost layer routed: met5
  • Number of iterations in the first detailed-routing pass: 4
  • DRC violation count after routing: 0
  • Number of design-rule violations left by the first detailed-router iteration: 570
  • Sum of routed wire length over all layers: ~42 mm
  • Routed wirelength normalized by instance count: roughly 23 um
  • Average vias per placed instance: 4.916
  • Diodes inserted: 0

Synthesis
  • Biggest area contributors in the synthesized netlist: sky130_fd_sc_hd__edfxtp_1, sky130_fd_sc_hd__mux4_2, sky130_fd_sc_hd__nor2_1
  • Yosys-reported design area after synthesis: between 0.02 and 0.025 mm^2
  • Cell count after synthesis: approximately 910
  • FF+latch count, synth: roughly 520
  • Warning count from the yosys run: 2
  • Number of standard cells reported by yosys: 909
  • Post-Synthesis Mean Instance Area: between 20 and 25 um^2
  • Distinct lib cells: 18
  • Area of the mapped netlist: 0.02022 mm^2
  • Largest area contributor in the netlist: sky130_fd_sc_hd__edfxtp_1
  • Portion of synthesized cell area occupied by the leading cell type: 0.7605
  • Sequential share of the synthesized area: 0.7655

Flow run
  • OpenROAD warning count: 25
  • Maximum Capacitance Violations: 0

Floorplan
  • Starting density of the core: 0.3053
  • Vertical die dimension: about 260 um
  • Area of the core: around 0.066 mm^2
  • Die width: ~260 um
  • Number of top-level pins: 24
  • Overall die area: approximately 0.07 mm^2
  • Standard-cell row count: ~94

Layout
  • Layout overhead on the synthesized area: 13.80%
  • Most common logic cells in the final layout: sky130_fd_sc_hd__edfxtp_1, sky130_fd_sc_hd__mux4_2, sky130_fd_sc_hd__nor2_1
  • Number of filler instances in the final layout: between 5,000 and 6,000
  • Cell Count, Final, Fillers Out: roughly 1,900
  • Fraction of final layout cells sized beyond drive strength 1: 0.2688
  • Dominant logic cell type in the layout: sky130_fd_sc_hd__edfxtp_1

Global routing
  • GR Util All Layers: 0.1367
  • Residual overflow from global routing: 0
  • First-pass GRT wire length: around 65 mm
  • Maximum number of pins on one net before global-route repair: ~73
  • Antenna violations before repair: 1
  • Via count of the first global-routing pass: between 10,000 and 15,000

Hold path
  • Worst hold path type: flop to flop

Status
  • Run status: finished, final reports clean
==> where the power goes <==
group / switching, W / internal [W]
Clock: 0.00142 / 0.00183
Combinational: 0.000234 / 0.000177
Sequential: 0.0000141 / 0.00443
Total: 0.00166 / 0.00643
==> synth_stat cells <==
cell	number
sky130_fd_sc_hd__mux4_2	168
sky130_fd_sc_hd__edfxtp_1	512
sky130_fd_sc_hd__nand4_1	2
sky130_fd_sc_hd__nand2b_1	2
sky130_fd_sc_hd__nand3_1	11
sky130_fd_sc_hd__buf_1	9
sky130_fd_sc_hd__mux2_2	4
sky130_fd_sc_hd__nor2_1	128
sky130_fd_sc_hd__buf_4	3
sky130_fd_sc_hd__buf_2	11
sky130_fd_sc_hd__and3b_1	1
sky130_fd_sc_hd__clkbuf_1	25
sky130_fd_sc_hd__nor2b_1	8
sky130_fd_sc_hd__nand2_1	14
sky130_fd_sc_hd__nor3_1	4
sky130_fd_sc_hd__dfxtp_1	5
sky130_fd_sc_hd__and3_1	1
sky130_fd_sc_hd__xnor2_1	1
==> layout make-up <==
| cell class | count | area, um^2 | share of cell area |
|---|---|---|---|
| clock buffers | 63 | 1321 | 0.05743 |
| flip-flops and latches | 517 | 15470 | 0.6726 |
| clock inverters | 28 | 191.4 | 0.008321 |
| multi-input cells | 344 | 4536 | 0.1972 |
| well taps | 864 | 1081 | 0.04699 |
| repair buffers | 45 | 401.6 | 0.01746 |
==> tightest hold or removal path, stage by stage (launching register included) <==
cell and delay (ns):
sky130_fd_sc_hd__dfxtp_1 0.51, sky130_fd_sc_hd__xnor2_1 0.24, sky130_fd_sc_hd__nor2_1 0.04
==> path summary, 6_finish.rpt <==
path	from	end	slack [ns]	cells after the start
max	scalfac_read_addr_index[0]	double_buffer.memory.read_data[0]$_DFF_P_	1.87	6
min	double_buffer.memory_switch_flag$_SDFFE_PP0P_	double_buffer.memory_switch_flag$_SDFFE_PP0P_	0.83	2
max reg2reg	double_buffer.memory_switch_flag$_SDFFE_PP0P_	double_buffer.memory.memory[59][1]$_DFFE_PP_	3.03	3
min reg2reg	double_buffer.memory_switch_flag$_SDFFE_PP0P_	double_buffer.memory_switch_flag$_SDFFE_PP0P_	0.83	2
==> state kept, by name (all words and copies together) (netlist names) <==
register and count:
double_buffer.memory.read_data 4, double_buffer.memory_switch_flag 1, double_buffer.memory.memory 512
==> layer usage <==
layer  vias up  global-route usage
met5         -            0.004167
met4         4             0.02164
met3        50             0.08770
met2       476              0.2098
met1      4707              0.1708
li1       3912                   -
==> cells by family (layout without fill, tap and decap cells) <==
logic type    Yosys count  after routing  share of synthesized area
flops                 517            517                     0.7655
mux                   172            172                     0.1894
simple gates          171            171                    0.03454
buf+inv                48            136                    0.01015
xor+xnor                1              1                  0.0004333
==> per-stage QoR <==
stage | power (W) | util | hold slack, ns | worst slack (ns) | cell area, um^2
2_1_floorplan | 0.004748 | - | 0.7719 | 2.023 | 20220
3_3_place_gp | 0.004943 | 0.3246 | 0.8260 | 1.235 | 21490
3_5_place_dp | 0.004946 | 0.3246 | 0.8205 | 1.237 | 21490
4_1_cts | 0.008186 | 0.3474 | 0.8342 | 1.843 | 23010
5_1_grt | 0.008370 | 0.3474 | 0.8675 | 1.737 | 23010
6_report | 0.008094 | 0.3474 | 0.8275 | 1.873 | 23010
Power and IR drop assume default switching activity.
