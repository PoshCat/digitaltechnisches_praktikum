## run.sh

```bash
#!/bin/bash
# OpenROAD 26Q1-2900-gdf79404cd8, Yosys 0.63+post, stock flow scripts
make -C /OpenROAD-flow-scripts/flow DESIGN_CONFIG=/design/flow/config.mk WORK_HOME=/design/flow/orfs finish
```

## config.mk

```make
export PLATFORM = sky130hd
export DESIGN_NAME = parameter_buffer
export DESIGN_NICKNAME = parameter_buffer
export VERILOG_FILES = /design/flow/design.v
export SDC_FILE = /design/flow/constraint.sdc
export NUM_CORES = 4
export LEC_CHECK = 1
export CORE_UTILIZATION = 50
```

## constraint.sdc

```tcl
current_design parameter_buffer

set clk_period 4.5
set clk_io_pct 0.2

create_clock -name clk0 -period $clk_period [get_ports {clk}]

set non_clock_inputs [all_inputs -no_clocks]
set_input_delay [expr $clk_period * $clk_io_pct] -clock clk0 $non_clock_inputs
set_output_delay [expr $clk_period * $clk_io_pct] -clock clk0 [all_outputs]
```

## design.v

```verilog
`timescale 1ns / 1ps
`default_nettype none
module double_buffer #(
   parameter RAM_WIDTH = 36,
   parameter RAM_ADDR_BITS = 11
)(
    input wire  clk,
	 input wire  rst,
	 input wire  buffer_switch_event, 
    input  wire [RAM_ADDR_BITS-1:0] read_addr,
	 output wire [RAM_WIDTH-1:0]     read_data,	 
	 input wire                      write_enable,
	 input wire  [RAM_ADDR_BITS-1:0] write_addr, 
	 input wire  [RAM_WIDTH-1:0]     write_data
    );
	reg memory_switch_flag;
	always @(posedge clk) begin
		if(rst) begin
			memory_switch_flag <= 0;
		end 
		else begin
			if(buffer_switch_event) begin
				memory_switch_flag <= !memory_switch_flag;
			end
		end
	end
	wire [RAM_ADDR_BITS:0] memory_read_addr  =  memory_switch_flag? {1'b0, read_addr}  : {1'b1, read_addr};
	wire [RAM_ADDR_BITS:0] memory_write_addr =  memory_switch_flag? {1'b1, write_addr} : {1'b0, write_addr};
	memory_twoport #(
		.RAM_WIDTH(RAM_WIDTH),
		.RAM_ADDR_BITS(RAM_ADDR_BITS+1)
	) memory (
    .clk(clk),
	 .read_en(1'b1),
    .read_addr(memory_read_addr),
    .read_data(read_data),
	 .write_en(write_enable),
    .write_addr(memory_write_addr),
    .write_data(write_data)
	); 
endmodule
`timescale 1ns / 1ps
`default_nettype none
module memory_twoport #(
   parameter RAM_WIDTH = 18,
   parameter RAM_ADDR_BITS = 10
)(
    input wire                     clk,
	 input wire                     read_en,
    input wire [RAM_ADDR_BITS-1:0] read_addr,
    output reg [RAM_WIDTH-1:0]     read_data,
	 input wire                     write_en,
    input wire [RAM_ADDR_BITS-1:0] write_addr,
    input wire [RAM_WIDTH-1:0]     write_data
);
   (* RAM_STYLE="BLOCK" *)
   reg [RAM_WIDTH-1:0] memory [(2**RAM_ADDR_BITS)-1:0];
   initial begin :RAM
	  integer i;
	  for(i=0; i < (2**RAM_ADDR_BITS); i = i + 1)
	  begin
	  	  memory[i] = 0;
	  end
	end
   always @(posedge clk) begin
      if (write_en) begin
          memory[write_addr] <= write_data;
		end
      if (read_en) begin
         read_data <= memory[read_addr];
		end
   end
endmodule
`timescale 1ns / 1ps
`default_nettype none
module parameter_buffer #(
   parameter DATA_WIDTH = 36
)(
    input wire  clk,
	 input wire  rst,
	 input wire  buffer_switch_event, 
    input wire [DATA_WIDTH-1:0] write_data,
	 input wire                  write_enable,
	 output wire [DATA_WIDTH-1:0] read_data
    );
	double_buffer #(
		.RAM_WIDTH(DATA_WIDTH),
		.RAM_ADDR_BITS(1)
	) double_buffer_ch0 (
    .clk(clk),
	 .rst(rst),
	 .buffer_switch_event(buffer_switch_event), 
    .read_addr(1'b0),
	 .read_data(read_data),	 
	 .write_enable(write_enable),
	 .write_addr(1'b0), 
	 .write_data(write_data)	
	);
endmodule
```

==> Implementation_results.wiki <==
=== Synthesis and place and route ===
{| class="wikitable"
! Metric !! Value
|-
| Number of warning messages in the logs || 26
|-
| Worst endpoint data arrival time || 2.13 ns
|-
| Worst hold path endpoint || double_buffer_ch0.memory.read_data[24]
|-
| Total of endpoints with negative setup slack in the final report || 0
|-
| Leading post-synthesis cells by cell area || sky130_fd_sc_hd__edfxtp_1 (63%), sky130_fd_sc_hd__dfxtp_1 (22%), sky130_fd_sc_hd__mux2_2 (9.6%)
|-
| WL/cell || 13.9 um
|-
| Req. time, crit path || 4.51 ns
|-
| Die Outline Area || 0.00715 mm^2
|-
| Final Hold Slack || 0.469 ns
|-
| Slack of the worst reg-to-reg path || 2.69 ns
|-
| Origin of the critical flop-to-flop path || double_buffer_ch0.memory_switch_flag
|-
| Area overhead of the layout relative to synthesis || 29.2%
|-
| Core Rows || 29
|-
| Static Leak || 0.00155 uW
|-
| Startpoint-to-endpoint class of the critical path || input port to flop
|-
| Antenna diode instance count || 0
|-
| Count of clock tree sinks || 109
|-
| Buffers inserted during post-CTS setup optimization || 0
|-
| Number of synthesis warnings || 2
|-
| Final Max Tran Viols || 0
|-
| Worst Setup Start Kind || input port
|-
| Critical Path End Type || flop
|-
| Power share of the combinational group || 9.4%
|-
| Crit path buf inv count || 2
|-
| CTS tree || built
|-
| Cell area after synthesis || 0.00341 mm^2
|-
| Via count of the first global-routing pass || 1468
|-
| CP cell instances || clkdlybuf4s50_1 > nor2b_4 > buf_4
|-
| Max stage delay cell, worst path || sky130_fd_sc_hd__clkdlybuf4s50_1
|-
| Area fraction of the dominant cell type after synthesis || 63.5%
|-
| Yosys chip area || 0.00341 mm^2
|-
| Slew margin rel. || 63.6%
|-
| Endpoint of the worst-slack reg-to-reg timing path || double_buffer_ch0.memory.memory[2][21]
|-
| Mean cell area of the mapped netlist || 22.3 um^2
|-
| Share of the yosys chip area belonging to registers || 85.2%
|-
| CTS clock-pin slew for the worst setup and hold paths || 0.09 ns
|-
| Number of standard cells after synthesis || 153
|-
| Number of unique standard cell types used by synthesis || 11
|-
| VDD IR max || 0.000268 V
|-
| Post-route fraction of the period consumed by the critical path || 47.2%
|-
| Power share of the clock group || 26.6%
|-
| Pin count of the biggest net entering global routing || 40
|-
| P_sw || 350 uW
|-
| Largest fanout of any net on the critical path || 26
|-
| Actual transition at the worst max-transition pin || 0.546 ns
|-
| Fin Clk Skew || 0.00873 ns
|-
| Max Cap Viol || 0
|-
| Yosys top cell by area || sky130_fd_sc_hd__edfxtp_1
|-
| Tally of nets with antenna violations remaining after routing || 0
|-
| Total GRT Usage || 14.3%
|-
| Most frequently placed logic cells in the final layout || sky130_fd_sc_hd__clkdlybuf4s50_1 (75), sky130_fd_sc_hd__edfxtp_1 (72), sky130_fd_sc_hd__dfxtp_1 (36)
|-
| Total grt overflow || 0
|-
| Core Footprint || 0.00646 mm^2
|-
| Pwr dens || 412 mW/mm^2
|-
| Post-Route Setup TNS || 0 ns
|-
| Number of iterations in the first detailed-routing pass || 22
|-
| Time the worst path needs with I/O delays and setup || 2.12 ns
|-
| Power Internal || 1460 uW
|-
| GP Congestion || 0.674
|-
| Buffers added on ports || 75
|-
| Cts hold-fix bufs || 0
|-
| Peak clock frequency supported by timing || 0.471 GHz
|-
| Total clock buffers created by CTS || 9
|-
| Ports placed on the boundary || 76
|-
| Number of vias per cell after detailed routing || 4.78
|-
| Count of endpoints failing hold in the final timing report || 0
|-
| First-pass GRT wire length || 7070 um
|-
| Remaining DRCs || 0
|-
| Delay contributed by the slowest stage of the critical path || 0.48 ns
|-
| Cell count listed in synth_stat.txt || 153
|-
| Worst hold path depth || 1
|-
| Sequential Power Share || 64.0%
|-
| Cells on worst reg2reg path || 3
|-
| Share of layout cells above drive strength 1 || 22.6%
|-
| Floorplan Utilization || 52.7%
|-
| Cell chosen for the clock root || sky130_fd_sc_hd__clkbuf_8
|-
| Number of antenna violations at the first check in global routing || 0
|-
| DRC violation total after the first TritonRoute iteration || 29
|-
| Cell family with the largest share of critical-path delay || buffers and inverters
|-
| Switching Share || 19.3%
|-
| Status || completed
|-
| Drt total wl || 4450 um
|-
| Horizontal die dimension || 84.5 um
|-
| RSZ-0062 raised after global routing || no
|-
| Number of synthesized register bits || 109
|-
| Number of H-tree levels || 3
|-
| Most frequent logic cell in the layout || sky130_fd_sc_hd__clkdlybuf4s50_1
|-
| Worst-case clock buffer depth || 2
|-
| Latest clock arrival within the worst-skew pair || 0.34 ns
|-
| Chip height || 84.5 um
|-
| Post-cts sizing count || 0
|-
| Hold crit path type || flop to flop
|-
| Count of vias placed by the detailed router || 1530
|-
| Startpoint of the tightest hold check path || double_buffer_ch0.memory.memory[0][24]
|}
-- per-layer routing --
metal	share of wire [%]	track usage (%)
met1	43	24.9
met5	0	0
met3	6.3	5.08
met2	49	21.2
met4	1.6	1.69
-- stage by stage --
stage	util, %	power [uW]	std cells	cell area [um^2]	setup WS, ns
4_1_cts	68.1	1830	320	4400	2.36
3_3_place_gp	65.6	1350	304	4240	2.02
3_5_place_dp	65.6	1360	304	4240	1.98
2_1_floorplan	-	1240	153	3410	1.55
5_1_grt	68.1	1890	320	4400	2.30
6_report	68.1	1810	320	4400	2.38
-- how the worst max path moves through the flow --
stage	endpoint	from	cells past startpoint
6_report	double_buffer_ch0.memory.memory[0][28]	write_enable	3
5_1_grt	double_buffer_ch0.memory.memory[0][13]	write_enable	3
4_1_cts	double_buffer_ch0.memory.memory[0][13]	write_enable	3
-- sequential cells by signal, summed over array words and instances (netlist names) --
register / flops
double_buffer_ch0.memory.read_data: 36
double_buffer_ch0.memory_switch_flag: 1
double_buffer_ch0.memory.memory: 72
-- cell families after synthesis --
family	Yosys count	synth area share, %
AND/OR/NAND/NOR	3	0.478
buffers and inverters	4	1.36
multiplexers	36	12.7
XOR/XNOR	1	0.257
flip-flops	109	85.2
-- Yosys cell counts, drive strengths merged --
library cell,number
xnor2,1
and2,1
nor2b,1
mux2,36
buf,4
nor2,1
edfxtp,72
dfxtp,37
-- power groups by stage --
stage | Clock (uW) | Sequential, uW | Combinational (uW)
after CTS | 500 | 1160 | 175
after global routing | 543 | 1160 | 186
final | 482 | 1160 | 171
-- cell type report --
type                       count  area [um^2]
timing repair buffer          78          773
clock buffer                  12          135
multi-input combinational     40          465
clock inverter                 4         26.3
sequential                   109         2900
fill                         424         2060
tap                           77         96.3
Power figures rest on the tool's default switching activity, not on a simulated workload.
